===== design.v =====
module mux_2x1 (
    input [31:0] i0,
    input [31:0] i1,
    input select,
    output [31:0] out
);
    assign out = (select) ? i1 : i0;
endmodule
module mux_4x1 (
    input [31:0] i0,
    input [31:0] i1,
    input [31:0] i2,
    input [31:0] i3,
    input [1:0] select,
    output reg [31:0] out
);
    always @(*) begin
        case (select)
            2'b00: out = i0;
            2'b01: out = i1;
            2'b10: out = i2;
            2'b11: out = i3;
            default: out = 32'd0;
        endcase
    end 
endmodule
module ALU(
    input [31:0] A,
    input [31:0] B,
    input [2:0] ALUControl,
    output reg [31:0] Result,
    output Z_,
    output N,
    output C,
    output V
);
    wire [31:0] sum;
    wire cin;
    wire cout;
    assign cin = ALUControl[0];
    assign {cout, sum} = (~ALUControl[0]) ? A + B + cin : (A + ~B + cin);
    always @(*) begin
        case (ALUControl[2:0])
            3'b000: Result = sum;
            3'b001: Result = sum;
            3'b010: Result = A & B;
            3'b011: Result = A | B;
            3'b101: Result = { {31{1'b1}}, V^sum[31] };
            3'b110: Result = A ^ B;
            default: Result = {32{1'b1}};
        endcase
    end
    assign Z_ = &(~Result);
    assign N = Result[31];
    assign C = cout & ALUControl[1];
    assign V = ~(A[31] ^ B[31] ^ ALUControl[0]) & (A[31] ^ sum[31]) & ~(ALUControl[1]);
endmodule
module PCTarget (
    input [31:0] PC_,
    input [31:0] ImmExt,
    output [31:0] PC_Target
);
    assign PC_Target = PC_ + ImmExt - 4;
endmodule
module Execute_Cycle (
    input clk,
    input resetn,
    input RegWriteE,
    input [1:0] ResultSrcE,
    input MemWriteE,
    input JumpE,
    input BranchE,
    input [2:0] ALUControlE,
    input ALUSrcE,
    input [31:0] RD1E,
    input [31:0] RD2E,
    input [31:0] PCE,
    input [4:0] Rs1E,
    input [4:0] Rs2E,
    input [4:0] RdE,
    input [31:0] ImmExtE,
    input [31:0] PCPlus4E,
    input [1:0] ForwardAE,
    input [1:0] ForwardBE,
    input [31:0] ResultW,
    input [31:0] ALUResultM_fb,
    output [31:0] PCTargetE,
    output PCSrcE,
    output reg RegWriteM,
    output reg [1:0] ResultSrcM,
    output reg MemWriteM,
    output reg [31:0] ALUResultM,
    output reg [31:0] WriteDataM,
    output reg [4:0] RdM,
    output reg [31:0] PCPlus4M
);
    wire [31:0] SrcAE, SrcBE;
    wire [31:0] ALUResultE, WriteDataE;
    wire ZeroE;
    mux_4x1 mux_SrcA (
        .i0(RD1E),
        .i1(ResultW),
        .i2(ALUResultM_fb),
        .i3(),
        .select(ForwardAE),
        .out(SrcAE)
    );
    mux_4x1 mux_WriteData (
        .i0(RD2E),
        .i1(ResultW),
        .i2(ALUResultM_fb),
        .i3(),
        .select(ForwardBE),
        .out(WriteDataE)
    );
    mux_2x1 mux_SrcB (
        .i0(WriteDataE),
        .i1(ImmExtE),
        .select(ALUSrcE),
        .out(SrcBE)
    );
    ALU ALU (
        .A(SrcAE),
        .B(SrcBE),
        .ALUControl(ALUControlE),
        .Result(ALUResultE),
        .Z_(ZeroE),
        .N(),
        .C(),
        .V()
    );
    PCTarget PCTarget (
        .PC_(PCE),
        .ImmExt(ImmExtE),
        .PC_Target(PCTargetE)
    );
    always @(posedge clk or negedge resetn) begin
        if (~resetn) begin
            RegWriteM <= 1'b0;
            ResultSrcM <= 2'b00;
            MemWriteM <= 1'b0;
            ALUResultM <= {32{1'b0}};
            WriteDataM <= {32{1'b0}};
            RdM <= 5'b00000;
            PCPlus4M <= {32{1'b0}};
        end else begin
            RegWriteM <= RegWriteE;
            ResultSrcM <= ResultSrcE;
            MemWriteM <= MemWriteE;
            ALUResultM <= ALUResultE;
            WriteDataM <= WriteDataE;
            RdM <= RdE;
            PCPlus4M <= PCPlus4E;
        end
    end
    assign PCSrcE = (ZeroE & BranchE) | (JumpE);
endmodule

===== run.sh =====
#!/bin/bash
# OpenROAD 26Q1-2900-gdf79404cd8, Yosys 0.63+post, stock flow scripts
make -C /OpenROAD-flow-scripts/flow DESIGN_CONFIG=/design/flow/config.mk WORK_HOME=/design/flow/orfs finish

===== config.mk =====
export PLATFORM = sky130hd
export DESIGN_NAME = Execute_Cycle
export DESIGN_NICKNAME = Execute_Cycle
export VERILOG_FILES = /design/flow/design.v
export SDC_FILE = /design/flow/constraint.sdc
export NUM_CORES = 4
export LEC_CHECK = 1
export CORE_AREA = 10 10 253 253
export DIE_AREA = 0 0 263 263

===== constraint.sdc =====
current_design Execute_Cycle

set clk_period 18.3
set clk_io_pct 0.2

create_clock -name clk0 -period $clk_period [get_ports {clk}]

set non_clock_inputs [all_inputs -no_clocks]
set_input_delay [expr $clk_period * $clk_io_pct] -clock clk0 $non_clock_inputs
set_output_delay [expr $clk_period * $clk_io_pct] -clock clk0 [all_outputs]

==> changes_impl.md <==
### Metrics

* Run status: finished clean
* Last weighted congestion value of the routability-driven placer at 0.9544
* Die extent in y at 263 um
* Total gr overflow at 0
* M1 WL at 23.73 mm
* Arrival time of data at the critical path endpoint at 11030 ps
* Routed Wire Length at 56.55 mm
* Final worst path period share at 80.26%
* Max clock buf depth at 2
* Total tool warning count at 100
* Synth flops at 105
* Chip area in the Yosys report at 11970 um^2
* Number of search-and-repair iterations in the first detailed-routing pass at 5
* Number of clock sinks at 105
* Post-synth mux share at 0.8464%
* Fraction of synthesized cell area in xor and xnor cells at 2.706%
* Internal power summed over all cells at 0.0006449 W
* Cell Type Count at 73
* Tot GR Track Use at 16.06%
* Mean routed wirelength per cell at 20.65 um
* Dominant kind of combinational cell: AND-OR/OR-AND gates
* Top cell types by occurrence after synthesis: inv_1, a21oi_1, ha_1, nand2_1, nor2_1
* Overall die area at 69170 um^2
* Number of antenna violations at the first check in global routing at 3
* Slowest cell on the critical path: ha_2
* Clock root cell: clkbuf_16
* Compound Share, Synth at 30.05%
* Fraction of registers with async set/reset at 100.0%
* Sequential fraction of design power at 24.4%
* Leakage at 7.558 nW
* Gate count of the mapped netlist at 1638
* Number of levels in the clock H-tree at 3
* Sequential share of the synthesized area at 21.94%
* Slew at the pin closest to its max-slew limit at 960.0 ps
* Number of cells on the critical path at 23
* Half-perimeter wire length after placement at 46.47 mm
* Total number of yosys warnings at 67
* Endpoint class of the critical path: output pin
* CP Launch Point: ForwardBE[0]
* Class of the tightest hold or removal check: input pin to asynchronous set/reset pin
* Adder Area Share at 17.22%
* Number of global-route vias before repair at 12890
* Average cell area after synthesis at 7.310 um^2
* Met2 WL at 27.16 mm
* Violation count after the first detailed-routing iteration at 914
* Post-synthesis cell type with the largest instance count: inv_1
* Total via count after detailed routing at 13000
* Post-synth EDFFs at 0
* Biggest area contributors in the synthesized netlist: dfrtp_1, ha_1, inv_1, a21oi_1, nand2_1
* Required time of the critical path at 14640 ps
* Number of buffers and inverters on the critical path at 4
* Buffers inserted during post-CTS setup optimization at 0
* Achievable frequency at 68.09 MHz
* Simple logic cell fraction of the synthesized area at 16.01%
* Fin util at 28.69%
* CTS tree: built
* Sum of met3 wire segment lengths after detailed routing at 4.269 mm
* Combinational power share at 55.8%
* Top area contributor share at 21.94%
* Clock power share at 19.8%
* Remaining max-slew budget at the tightest pin at 34.34%
* Number of buffers inserted for hold repair after clock tree synthesis at 0
* CP cell instances: clkdlybuf4s50_1 -> inv_1 -> ha_2 -> buf_4 -> nor2_1 -> a21oi_1 -> o21a_1 -> ha_1 -> nor2b_1 -> nor2_1 -> fa_1 -> o21bai_1 -> o2111ai_1 -> a31oi_1 -> mux2i_1 -> nand4_1 -> or4_1 -> or4_1 -> nor4_1 -> nand4_1 -> nor4_2 -> a41o_1 -> clkdlybuf4s50_1
* FP Core Util at 20.37%
* Residual DRC at 0
* Library cell occupying the most area in the post-synthesis netlist: dfrtp_1
* Capture point of the critical path: PCSrcE
* Clock-pin slew of the registers on the worst-case setup and hold paths at 80 ps
* Gate family responsible for the most delay along the worst path: simple AND/OR/NAND/NOR gates
* Primary flip-flop cell chosen by synthesis mapping: dfrtp_1
* Maximum number of pins on one net before global-route repair at 76
* Longest individual stage delay on the worst path at 720 ps
* TritonCTS Buffers at 9
* Post-cts repair resize count at 0
* Number of vias per cell at 4.749
* Largest fanout of any net on the critical path at 33
* Floorplan Core Area at 58800 um^2
* PortBufs at 382
* Number of cell instances after yosys synthesis at 1638
* Number of max-cap violations at 0
* Top sig layer: met5
* Net Sw Power at 0.0004410 W
* Width of the chip at 263 um
* Power per cell area at 64.38 nW/um^2
* Share of layout cells above drive strength 1 at 2.953%
* Crit start category: input pin
* Wire length of the first global-routing pass at 84.18 mm
* Worst setup path class: input pin to output pin
* Setup repair after global routing missed its margin: no
* Number of routed nets with antenna violations at 0
* Net switching share of the total power at 40.61%
* Std-Cell Rows at 89
* Mapped Area at 11970 um^2
* Number of hold-slack violations in the final timing report at 0
* Number of top-level pins at 393
* Worst supply voltage drop on vdd at 0.03632 mV
* Setup TNS Final at 0 ps
* Max-slew violation count at 0
* Final setup violation count at 0
* Post-synthesis to final-layout area growth at 40.87%
* Tmin final at 14690 ps
layer usage:
layer,up-vias,global-route usage (%)
met5,-,0
met3,55,4.247
met2,474,27.28
met1,6135,20.22
li1,6336,-
met4,4,3.293
power by group through the flow:
stage / sequential [W] / clock [W] / combinational, W
after global routing: 0.000268 / 0.000234 / 0.000672
final: 0.000265 / 0.000215 / 0.000606
after CTS: 0.000267 / 0.000227 / 0.000614
registers in the layout, indices dropped and copies added, names as in the netlist:
name,flops
RegWriteM,1
ResultSrcM,2
MemWriteM,1
ALUResultM,32
RdM,5
PCPlus4M,32
WriteDataM,32
kinds of logic (layout without fill, tap and decap cells):
group	after synthesis	in the layout
other cells	0	1
xor+xnor	37	37
simple gates	420	420
buf+inv	353	679
flops	105	105
mux	10	10
compound gates	550	550
fa+ha+maj	163	163
worst min-delay path by stage:
stage,end
after CTS,PCPlus4M[0]
after global routing,PCPlus4M[0]
final,PCPlus4M[0]
metrics by stage:
stage          cells  setup WS, ps   power, W  hold WS, ps  cell area, um^2
5_1_grt         2737          3002   0.001175         3206            16860
3_5_place_dp    2721          3652  0.0008807         3634            16540
2_1_floorplan   1638          6097  0.0005884         3364            11970
4_1_cts         2737          3614   0.001107         3191            16860
3_3_place_gp    2721          3587  0.0008798         3638            16540
6_report        2738          3613   0.001086         3202            16870
cells in the final DEF, fill, tap and decap left out, types with 10 or more instances in the layout:
cell	synthesis	routed
a21boi_0	12	12
nor2_1	128	128
buf_4	0	22
nor3_1	31	31
o21ai_0	76	76
xnor2_1	29	29
o21a_1	44	44
o31ai_1	12	12
clkdlybuf4s50_1	0	378
o21bai_1	12	12
a22oi_1	68	68
a21oi_1	165	165
nand2_1	145	145
inv_1	260	260
a211oi_1	16	16
a31oi_1	20	20
o311ai_0	10	10
nand3_1	21	21
a21o_1	24	24
o22ai_1	21	21
nand2b_1	10	10
nor4_1	10	10
dfrtp_1	105	105
nand4_1	15	15
nor2b_1	16	16
ha_1	160	158
o211ai_1	11	11
final cells by class:
| type | count | area, um^2 |
|---|---|---|
| multi-input cells | 1180 | 8008 |
| clock buffers | 9 | 225.2 |
| fillers | 6244 | 41930 |
| flip-flops and latches | 105 | 2628 |
| well taps | 773 | 967.2 |
| clock inverters | 7 | 98.84 |
| repair buffers | 402 | 3959 |
| inverters | 261 | 979.7 |
| diodes | 1 | 2.502 |
Power is estimated from default activity; no workload was simulated.
