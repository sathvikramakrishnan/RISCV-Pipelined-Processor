**./design.v**
```verilog
module ALU_Decoder(
    input [1:0] ALUOp,
    input op5,
    input [2:0] funct3,
    input funct7_5,
    output reg [2:0] ALUControl
);
    wire [1:0] concat;
    assign concat = {op5, funct7_5};
    always @(*) begin
        case (ALUOp)
        2'b00: ALUControl = 3'b000;
        2'b01: ALUControl = 3'b001;
        2'b10: ALUControl = (funct3 == 3'b000) ? ((concat == 2'b11) ? 3'b001 : 3'b000) : 
            (funct3 == 3'b010) ? 3'b101 : 
            (funct3 == 3'b110) ? 3'b011 : 
            (funct3 == 3'b111) ? 3'b010 : 
            (funct3 == 3'b100) ? 3'b110 : 3'b000;
        endcase
    end
endmodule
module Control_Unit (
    input Zero,
    input [6:0] op,
    input [2:0] funct3,
    input funct7_5,
    output PCSrc,
    output [1:0] ResultSrc,
    output MemWrite,
    output ALUSrc,
    output [1:0]ImmSrc,
    output RegWrite,
    output [2:0]ALUControl,
    output Branch,
    output Jump
);
    wire [1:0] ALUOp;
    Main_Decoder Main_Decoder(
        .op(op),
        .Branch(Branch),
        .Jump(Jump),
        .ResultSrc(ResultSrc),
        .MemWrite(MemWrite),
        .ALUSrc(ALUSrc),
        .ImmSrc(ImmSrc),
        .RegWrite(RegWrite),
        .ALUOp(ALUOp)
    );
    ALU_Decoder ALU_Decoder(
        .ALUOp(ALUOp),
        .op5(op[5]),
        .funct3(funct3),
        .funct7_5(funct7_5),
        .ALUControl(ALUControl)
    );
    assign PCSrc = (Zero & Branch) | (Jump);
endmodule
module Main_Decoder(
    input [6:0] op,
    output Branch,
    output Jump,
    output [1:0] ResultSrc,
    output MemWrite,
    output ALUSrc,
    output [1:0] ImmSrc,
    output RegWrite,
    output [1:0] ALUOp
);
    assign Branch = (op == 7'd99);
    assign Jump = (op == 7'd111);
    assign ResultSrc = (op == 7'd3) ? 2'b01 : (op == 7'd111) ? 2'b10 : 2'b00;
    assign MemWrite = (op == 7'd35);
    assign ALUSrc = (op == 7'd3 | op == 7'd35 | op == 7'd19);
    assign ImmSrc = (op == 7'd35) ? 2'b01 : (op == 7'd99) ? 2'b10 : (op == 7'd111) ? 2'b11 : 2'b00;
    assign ALUOp = (op == 7'd51 | op == 7'd19) ? 2'b10 : (op == 7'd99) ? 2'b01 : 2'b00;
    assign RegWrite = (op == 7'd3 | op == 7'd51 | op == 7'd19 | op == 7'd111);
endmodule
```
**./run.sh**
```bash
#!/bin/bash
# OpenROAD 26Q1-2900-gdf79404cd8, Yosys 0.63+post, stock flow scripts
make -C /OpenROAD-flow-scripts/flow DESIGN_CONFIG=/design/flow/config.mk WORK_HOME=/design/flow/orfs finish
```
**./config.mk**
```make
export PLATFORM = sky130hd
export DESIGN_NAME = Control_Unit
export DESIGN_NICKNAME = Control_Unit
export VERILOG_FILES = /design/flow/design.v
export SDC_FILE = /design/flow/constraint.sdc
export NUM_CORES = 4
export LEC_CHECK = 1
export CORE_AREA = 10 10 70 70
export DIE_AREA = 0 0 80 80
```
**./constraint.sdc**
```tcl
current_design Control_Unit

set clk_period 4.2
set clk_io_pct 0.2

create_clock -name clk0 -period $clk_period

set non_clock_inputs [all_inputs -no_clocks]
set_input_delay [expr $clk_period * $clk_io_pct] -clock clk0 $non_clock_inputs
set_output_delay [expr $clk_period * $clk_io_pct] -clock clk0 [all_outputs]
```
==> run notes <==
* 25 — top-level I/O count
* 0 ns — Total Negative Setup Slacks
* 0 — final antenna diode count
* 80 µm — y dimension of the die
* 6.25% — fraction of layout instances using a drive strength above 1
* 312 — number of global-route vias before repair
* 39.7% — proportion of total power due to net switching
* sky130_fd_sc_hd__nor2_1 (8), sky130_fd_sc_hd__a21oi_1 (3), sky130_fd_sc_hd__dlxtn_1 (3), sky130_fd_sc_hd__nand2_1 (3), sky130_fd_sc_hd__nor3_1 (3) — cell types with the highest counts after synthesis
* 6400 µm² — Die ar.
* 7.33% — fp_density
* sky130_fd_sc_hd__dlxtn_1 — top_reg_cell synth
* 254 MHz — Max Freq
* 3 — number of unconstrained endpoints
* 11.5 µW — switching power
* 0 — max-capacitance violation count
* 21 — Rows
* 9.15 µm — per-cell routed wire length
* 1 — Yosys warning count
* 3.94 ns — time the worst path needs with I/O delays and setup
* 0 — number of setup buffers added after CTS
* 21 — Unique cell types
* 0 — Max Transition Viols Final
* 32 — number of warning messages in the logs
* sky130_fd_sc_hd__dlxtn_1 (18%), sky130_fd_sc_hd__nor2_1 (12%), sky130_fd_sc_hd__nor4b_4 (9.5%) — leading cell types by total area after synthesis
* finished clean — outcome
* 3420 µm² — core area
* 93.8% — share of the clock period used by the worst path
* 0 — number of cells upsized or downsized after cts
* 6.76 µm² — average cell area after synthesis
* 4 — number of instances on the worst hold path
* 37 — number of instances in the synthesized netlist
* 1550 µm — first-pass GRT wire length
* 0 — post-synth tally of flip-flops with integrated enable
* 389 — number of fillers in the final layout
* 3 — number of register pins that no clock reaches
* 6 — maximum fanout count along the critical path
* 205 µm² — combinational gate area
* 126% — post-synthesis to final-layout area growth
* 3.36 ns — required time at the endpoint of the critical path
* 0.193 nW — leakage power summed over all cells
* 250 µm² — chip area from the yosys synthesis statistics
* 80 µm — horizontal die size
* 3 — Synth Register Bits
* input pin to output port — worst hold path type
* 0.750 — RD Place Congestion
* 3.15 — via/cell ratio
* 3 — max FFs per register
* 3.10 ns — arrival time at the worst endpoint
* 110 — cell total after placement
* 51.2 nW/µm² — pwr dens
* input pin to output port — Worst Path Class, Setup
* 4.3% — Sequential Power Share
* 2 — Initial DRT Pass Iterations
* 0.00000817 V — Max VDD drop
* 1010 µm — final routed wirelength across all metal layers
* 0 — Setup violations, final
* sky130_fd_sc_hd__nor2_1 — dominant cell by count in the synthesized netlist
* 25 — buffers added on ports
* 18.0% — fraction of post-synthesis cell area in the top cell type by area
* 45.0 µm² — area taken by flip-flops and latches
* output port — CP Capture Type
* 0 — total gr overflow
* 37 — number of cell instances after yosys synthesis
* input pin — Startpoint Class
* 250 µm² — Mapped Area
* 0% — part of the power in the clock network
* 871 µm — post-DP HPWL
* 0 — number of buffers added to fix hold violations after cts
* 0 — antenna violations before repair
* 0% — ys async rst share
* 347 — vias post-DR
* 17.5 µW — Internal Power
* 24 — initial detailed-routing violation count
* false — unrepaired setup endpoints after global routing
* sky130_fd_sc_hd__dlxtn_1 — leading area contributor after synthesis
* 95.7% — relative contribution of combinational cells to total power
* 0 — final routed DRC violation total
* 110 — Cell Count, Final, Fillers Out
* 2.82% — total global-route track usage
* 0 — count of antenna-violating nets left after detailed routing
* 0 — number of hold violations in the final report
* 8 — maximum number of pins on one net before global-route repair
-- power by group through the flow --
stage	Clock (mW)	Combinational [mW]	Sequential (mW)
CTS	0	0.0279	0.00124
global route	0	0.0302	0.00125
finish	0	0.0277	0.00124
-- worst max-delay path, stage by stage --
cell                              delay (ns)
sky130_fd_sc_hd__clkdlybuf4s50_1        0.49
sky130_fd_sc_hd__or2_4                  0.30
sky130_fd_sc_hd__or3_4                  0.41
sky130_fd_sc_hd__nor4b_4                0.25
sky130_fd_sc_hd__dlxtn_1                0.35
sky130_fd_sc_hd__clkdlybuf4s50_1        0.45
-- area by class of cell --
class                   count  area share, %
flip-flops and latches      3           7.96
repair buffers             25           44.2
inverters                   2           1.33
well taps                  46           10.2
multi-input cells          34           36.3
-- layout by cell type, fill, tap and decap left out --
master	n
sky130_fd_sc_hd__o211ai_1	1
sky130_fd_sc_hd__nor4b_4	1
sky130_fd_sc_hd__or2_4	1
sky130_fd_sc_hd__nor3b_1	1
sky130_fd_sc_hd__and3b_1	1
sky130_fd_sc_hd__a32oi_1	1
sky130_fd_sc_hd__nand2_1	3
sky130_fd_sc_hd__a31oi_1	1
sky130_fd_sc_hd__nor3_1	3
sky130_fd_sc_hd__dlxtn_1	3
sky130_fd_sc_hd__nand3_1	1
sky130_fd_sc_hd__or3_4	1
sky130_fd_sc_hd__clkdlybuf4s50_1	25
sky130_fd_sc_hd__nand4_1	1
sky130_fd_sc_hd__a21oi_1	3
sky130_fd_sc_hd__o22ai_1	1
sky130_fd_sc_hd__inv_1	2
sky130_fd_sc_hd__and3_2	1
sky130_fd_sc_hd__conb_1	3
sky130_fd_sc_hd__nor2_1	8
sky130_fd_sc_hd__nand2b_1	1
sky130_fd_sc_hd__xnor2_1	1
-- per-layer routing --
metal	GRT usage [%]	vias up	routed length, µm
li1	-	184	-
met1	3.51	146	459
met2	4.57	17	375
met3	1.36	0	172
met4	0	0	0
met5	0	-	0
-- worst paths after layout --
kind               from       endpoint
setup / recovery  op[3]  ALUControl[2]
hold / removal     Zero          PCSrc
-- logic make-up after synthesis --
family	synth area share, %
AOI/OAI and AO/OA	17.5
xor gates and xnor gates	3.50
buffers and inverters	3.00
latches	18.0
other	1.50
and+or+nand+nor	56.5
-- through the flow --
stage	instance area, µm²	power (mW)	hold slack [ns]	setup WS [ns]	util, %
finish	566	0.0290	2.60	0.260	16.6
global route	566	0.0315	2.63	0.172	16.6
CTS	566	0.0291	2.61	0.237	16.6
global placement	566	0.0290	2.60	0.247	16.6
floorplan	258	0.0102	1.70	1.32	-
detailed placement	566	0.0288	2.60	0.240	16.6
Power is estimated from default activity; no workload was simulated.
