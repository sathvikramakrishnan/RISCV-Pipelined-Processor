==> design/flow/design.v <==
module mux_4x1 (
    input [31:0] i0,
    input [31:0] i1,
    input [31:0] i2,
    input [31:0] i3,
    input [1:0] select,
    output reg [31:0] out
);
    always @(*) begin
        case (select)
            2'b00: out = i0;
            2'b01: out = i1;
            2'b10: out = i2;
            2'b11: out = i3;
            default: out = 32'd0;
        endcase
    end 
endmodule
module Writeback_Cycle (
    input RegWriteW_reg,
    input [1:0] ResultSrcW,
    input [31:0] ALUResultW,
    input [31:0] ReadDataW,
    input [4:0] RdW,
    input [31:0] PCPlus4W,
    output [31:0] ResultW,
    output RegWriteW
);
    mux_4x1 mux_WB (
        .i0(ALUResultW),
        .i1(ReadDataW),
        .i2(PCPlus4W),
        .i3(),
        .select(ResultSrcW),
        .out(ResultW)
    );
    assign RegWriteW = RegWriteW_reg;
endmodule
==> design/flow/run.sh <==
#!/bin/bash
# OpenROAD 26Q1-2900-gdf79404cd8, Yosys 0.63+post, stock flow scripts
make -C /OpenROAD-flow-scripts/flow DESIGN_CONFIG=/design/flow/config.mk WORK_HOME=/design/flow/orfs finish
==> design/flow/config.mk <==
export PLATFORM = sky130hd
export DESIGN_NAME = Writeback_Cycle
export DESIGN_NICKNAME = Writeback_Cycle
export VERILOG_FILES = /design/flow/design.v
export SDC_FILE = /design/flow/constraint.sdc
export NUM_CORES = 4
export LEC_CHECK = 1
export CORE_AREA = 10 10 71 71
export DIE_AREA = 0 0 81 81
==> design/flow/constraint.sdc <==
current_design Writeback_Cycle

set clk_period 3.9
set clk_io_pct 0.2

create_clock -name clk0 -period $clk_period

set non_clock_inputs [all_inputs -no_clocks]
set_input_delay [expr $clk_period * $clk_io_pct] -clock clk0 $non_clock_inputs
set_output_delay [expr $clk_period * $clk_io_pct] -clock clk0 [all_outputs]
==> results.ini <==
[placed_design]
finalWeightedCongestion = 0.8140
dp_hpwl_um = 3826
placement_stage_worst_setup_slack_ns = 0.4520
port_buffers = 130
postPlaceCellArea_sq_um = 1967

[sta]
final.period_utilization = 0.8799
hold_violations = 0
final-setup-viol-count = 0
holdWs_ns = 1.560
fmax_mhz = 291.4
setup-tns-final_ns = 0
post-route-worst-setup-slack_ns = 0.4684
timing_max_transition_violations_final = 0
unrepaired_setup_endpoints_after_global_routing = no
period_needed_ns = 3.432
remaining_max_slew_budget_at_the_tightest_pin = 0.7565
tightest_slew_ns = 0.3652

[synth]
synthesis.area_per_instance_sq_um = 5.652
yosys_warnings = 33
synthesis.instances = 114
post_synth_instance_area_sq_um = 644.4
largest_type_area_fraction = 0.3728
largest_area_cell = a22oi_1
synthTopCellsByCount = a22oi_1 (32), nand2_1 (32), o21ai_1 (30)
synth_cell_types = 9
ys_cells = 114
yosys-stat-area_sq_um = 644.4
yosys-top-cells-area = a22oi_1 (37%), o21ai_1 (23%), nand2_1 (19%)
seq_area_frac_synth = 0

[setup_path]
cpMaxStageDelayCell = clkdlybuf4s50_1
critical_path.max_stage_delay_ns = 0.49
cp_data_required_time_ns = 3.12
worstPathMaxFanout = 15
timing.critical_path.cells = clkdlybuf4s50_1 > inv_1 > ha_1 > buf_4 > a22oi_1 > o21ai_1 > clkdlybuf4s50_1
critical_path.startpoint_type = input pin
arrival_ns = 2.65
critPathBufInv = 4
cell_class_contributing_the_biggest_share_of_worst_path_delay = buffers and inverters
critical_path.endpoint_type = output pin
cp.depth = 7
critical-path-top-cell-by-count = clkdlybuf4s50_1
critical_path_class = in -> out

[hold_path]
hold_path.class = in -> out
hold_depth = 0
holdPathEnd = RegWriteW
hold_start = RegWriteW_reg

[drt]
drt_first_iter_violations = 33
postRouteAntennaNets = 0
routed-via-count = 1277
routed_wirelength_um = 4436
drt_first_pass_iters = 4
routed_via_density = 4.512
drc_errors = 0
route.antenna.diode_count = 0
routed_wire_length_per_instance_um = 15.67

[global_routing]
grt_pass1_vias = 1348
maximum_number_of_pins_on_one_net_before_global_route_repair = 39
wire_length_of_the_first_global_routing_pass_um = 6824
grt_overflow = 0
grt_use_total = 0.1278
grt_antenna_before_repair = 0

[die]
placement_rows = 22
floorplan.initialDensity = 0.1773
coreArea_sq_um = 3633
die_h_um = 81
die.size.x_um = 81
num_io_pins = 137
design.die.area_sq_um = 6561

[run_status]
outcome = completed

[pwr]
seq_power_share = 0
switching_power_uw = 70.69
internal-power_uw = 177.2
power_frac_clock = 0
p_sw_frac = 0.2852
power.share.combinational = 1.000
power.total_uw = 247.9
static-leakage-power_uw = 0.0007248
pwr_density_cell_nw_per_um2 = 126.0
ir_drop_uv = 61.26

[run]
number_of_logged_tool_warnings = 38
max-cap-violations = 0

[clocking]
hold_buffers = 0
postCtsSetupRepairBufs = 0
post_cts_resized = 0

[finish]
clockBufferCount = 0
areaGrowthSynthToFinish_pct = 205.2
fraction_of_final_layout_cells_with_drive_strength_greater_than_1 = 0.02553
nFillCells = 319
finalInstanceArea_sq_um = 1967
combined_flip_flop_and_latch_cell_area_sq_um = 0
n_sequential_cell = 0
mi_logic_area_sq_um = 548.0

-- cells by family (layout without fill, tap and decap cells) --
family	after synthesis	after routing	synth area share
compound gates	64	64	0.6214
fa+ha+maj	2	2	0.03883
buf+inv	16	137	0.1534
simple gates	32	32	0.1864
-- power by group through the flow --
stage | Combinational [uW] | Sequential [uW] | Clock (uW)
after CTS | 252 | 0 | 0
after global routing | 273 | 0 | 0
final | 248 | 0 | 0
-- cells in the final DEF (no fill, tap or decap) --
cell	Yosys	routed
clkdlybuf4s50_1	0	130
buf_12	0	1
nand2_1	32	32
buf_4	1	4
ha_1	2	1
o21ai_0	2	2
inv_1	2	2
ha_2	0	1
o21ai_1	30	30
a22oi_1	32	32
-- routing by layer --
layer  GRT usage  routed length, um  vias to the layer above
met1      0.1589               1767                      537
met5           0                  0                        -
li1            -                  -                      666
met3     0.05345                586                        2
met2      0.2126               2057                       72
met4    0.005190                 25                        0
-- worst max-delay path by stage --
stage	endpoint	slack [ns]	start
after global routing	ResultW[11]	0.31	ResultSrcW[1]
after CTS	ResultW[11]	0.45	ResultSrcW[1]
final	ResultW[9]	0.47	ResultSrcW[1]
-- final cells by class --
type | instances | area share
inverters | 2 | 0.003817
multi-input cells | 98 | 0.2786
well taps | 48 | 0.03053
repair buffers | 135 | 0.6870
-- per-stage QoR --
stage / util / cells
CTS: 0.5413 / 283
finish: 0.5413 / 283
global placement: 0.5413 / 283
floorplan: - / 114
global route: 0.5413 / 283
detailed placement: 0.5413 / 283
Power is estimated from default activity; no workload was simulated.
